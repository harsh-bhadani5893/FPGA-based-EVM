[/design/flow/design.v]
module EVM(
    input clk,
    input reset,
    input mode,                    
    input [3:0] candid_button,
    output reg [3:0] vot_logged,
    output reg valid_vote,
    output reg invalid_vote,
    output reg [7:0] display_out   
);
    integer i;
    reg [2:0] button_count;
    reg [7:0] counter_candid1, counter_candid2, counter_candid3, counter_candid4,counter_total_valid,counter_total_Invalid;
    reg [3:0] candid_button_prev;
    always @(posedge clk or posedge reset) begin
        if (reset) begin
            vot_logged      <= 4'b0000;
            valid_vote      <= 0;
            invalid_vote    <= 0;
            counter_candid1 <= 0;
            counter_candid2 <= 0;
            counter_candid3 <= 0;
            counter_candid4 <= 0;
            counter_total_valid <= 0;
            counter_total_Invalid <= 0;
            display_out     <= 8'b00000000;
            candid_button_prev <= 4'b0000;
        end else begin
            if (mode == 0) begin
                button_count = 0;
                for (i = 0; i < 4; i = i + 1) begin
                    if (candid_button[i])
                        button_count = button_count + 1;
                end
                if (button_count == 1) begin
                counter_total_valid <= counter_total_valid + 1;
                    case (candid_button)
                        4'b0001: if (~candid_button_prev[0] & candid_button[0]) begin vot_logged <= 4'b0001; counter_candid1 <= counter_candid1 + 1; end
                        4'b0010: if (~candid_button_prev[1] & candid_button[1]) begin vot_logged <= 4'b0010; counter_candid2 <= counter_candid2 + 1; end
                        4'b0100: if (~candid_button_prev[2] & candid_button[2]) begin vot_logged <= 4'b0100; counter_candid3 <= counter_candid3 + 1; end
                        4'b1000: if (~candid_button_prev[3] & candid_button[3]) begin vot_logged <= 4'b1000; counter_candid4 <= counter_candid4 + 1; end
                        default: vot_logged <= 4'b0000;
                    endcase
                    valid_vote   <= 1;
                    invalid_vote <= 0;
                end else begin
                    vot_logged   <= 4'b0000;
                    valid_vote   <= 0;
                    invalid_vote <= (button_count > 1) ? 1 : 0;
                    if(invalid_vote)counter_total_Invalid <= counter_total_Invalid + 1;
                end
                display_out <= 8'b00000000;
            end else begin
                case (candid_button)
                    4'b1001: display_out <= counter_total_valid;
                    4'b1010: display_out <= counter_total_Invalid;
                    4'b0001: display_out <= counter_candid1;
                    4'b0010: display_out <= counter_candid2;
                    4'b0100: display_out <= counter_candid3;
                    4'b1000: display_out <= counter_candid4;
                    default: display_out <= 8'b00000000;  
                endcase
                valid_vote   <= 0;
                invalid_vote <= 0;
                vot_logged   <= 4'b0000;
            end
            candid_button_prev <= candid_button;
        end
    end
endmodule
[/design/flow/run.sh]
#!/bin/bash
# OpenROAD 26Q1-2900-gdf79404cd8, Yosys 0.63+post, stock flow scripts
make -C /OpenROAD-flow-scripts/flow DESIGN_CONFIG=/design/flow/config.mk WORK_HOME=/design/flow/orfs finish
[/design/flow/config.mk]
export PLATFORM = sky130hd
export DESIGN_NAME = EVM
export DESIGN_NICKNAME = EVM
export VERILOG_FILES = /design/flow/design.v
export SDC_FILE = /design/flow/constraint.sdc
export NUM_CORES = 4
export LEC_CHECK = 1
export CORE_UTILIZATION = 50
[/design/flow/constraint.sdc]
current_design EVM

set clk_period 2.5
set clk_io_pct 0.2

create_clock -name clk0 -period $clk_period [get_ports {clk}]

set non_clock_inputs [all_inputs -no_clocks]
set_input_delay [expr $clk_period * $clk_io_pct] -clock clk0 $non_clock_inputs
set_output_delay [expr $clk_period * $clk_io_pct] -clock clk0 [all_outputs]
==> run summary <==
I/O pin cnt: 21
Chip Width: 84.56 um
Synthesis area per yosys: 3408 um^2
Setup Viol. Count Final: 0
PwrDens: 592.5 nW/um^2
Residual DRC: 0
CTS tree: done
Detailed-route wire length: 7190 um
CP Cell Sequence: clkdlybuf4s50_1 > inv_1 > ha_4 > and3_4 > a311oi_4 > nand4_2 > buf_4 > nor2_2 > mux2_1
Tcrit/Tclk final: 0.9669
Antenna viol nets, final: 0
Largest net degree at the start of global routing: 35
Global-route usage over all layers: 0.2298
Top post-synthesis cells by count: dfrtp_1, xnor2_1, nand2_1
RSZ-0062 raised after global routing: true
Slowest CP cell: clkdlybuf4s50_1
Clk pin slew, worst setup/hold paths: 0.07 ns
Fin crit period: 2.417 ns
DR WL/cell: 16.05 um
Power Total: 0.002493 W
Final Hold Vio Count: 0
Clk_skew: 0.006426 ns
Placed wire-length estimate: 5369 um
Async S/R FF share, synth: 1.000
Die Footprint: 7150 um^2
Synth flops: 66
Post CTS Setup Buffer Count: 0
Fraction of layout cells with a size suffix above 1: 0.2264
Tool Warnings: 31
Number of max-cap violations: 0
# rows: 29
Outcome: completed
HP Class: flop to flop
TritonRoute pass-1 iters: 4
CTS Buf Count: 9
Count leader, synth: dfrtp_1
Die Y: 84.56 um
Root buffer cell: clkbuf_8
Worst hold slack: 0.4725 ns
# Cells Yosys: 304
Area growth, synth to finish: 23.46%
Number of global-route vias before repair: 2462
Area of the mapped netlist: 3408 um^2
Slew headroom: 0.7212
Area leader, netlist: dfrtp_1
H-tree depth: 3
Main flop type: dfrtp_1
Final Non-Filler Cells: 448
Post-synth EDFFs: 0
Placed inst area: 3989 um^2
Dpl cells: 432
Critical Path AT: 2.64 ns
Max rail drop VDD: 0.3369 mV
Port Buffers: 20
Global route overflow: 0
Seq share, synth: 0.4846
Worst-path fanout max: 7
Via count: 2458
CP Capture Type: flop
Cts hold-fix bufs: 0
Post-layout worst setup margin: 0.08274 ns
Req. time, crit path: 2.72 ns
Vias/cell: 5.487
CP startpoint kind: input port
YS warnings: 1
Achievable Freq: 0.4137 GHz
Max clock buf depth: 2
Core area: 6459 um^2
Critical Path Max Stage Delay: 0.47 ns
Number of antenna violations at the first check in global routing: 0
Pre-CTS WS: -0.4239 ns
Yosys top cell area share: 0.4846
First-pass GRT wire length: 12270 um
Design Area, Final: 4208 um^2
Syn Inst Count: 304
Mean post-synth cell area: 11.21 um^2
Least-Margin Pin Slew: 0.4183 ns
DRT iter0 DRCs: 115
Clock sinks: 66
Cell area leaders: dfrtp_1, xnor2_1, ha_1
Clock Latency Late Sink: 0.34 ns
Init Core Util: 0.5277
Leak: 1.957 nW
Final slew viol count: 0
Netlist cell types: 45
CP Class: input port to flop
Gp weighted congestion: 0.8758
N_diodes: 0
stage by stage:
stage	setup TNS (ns)	utilization
floorplan	0	-
global placement	-12.72	0.6176
detailed placement	-13.67	0.6176
CTS	0	0.6476
global route	-0.001397	0.6515
finish	0	0.6515
cell usage in the layout (no fill, tap or decap), types with 4 or more instances in the layout:
cell	n
nor3_1	4
clkbuf_8	12
xnor2_1	27
clkdlybuf4s50_1	20
and3_1	7
a21oi_1	10
a22oi_1	6
nand4_1	16
ha_1	11
mux2_2	7
a222oi_1	4
a22o_1	6
inv_1	4
nand3_1	12
dfrtp_1	66
xor2_1	16
nand2_1	23
nor2b_1	8
nor4_2	4
buf_4	42
nor2_1	17
power by group:
group / internal (W) / leakage, nW / switching (W)
Combinational: 0.000199 / 0.973 / 0.000176
Sequential: 0.00116 / 0.888 / 0.000138
Clock: 0.000439 / 0.0965 / 0.000377
routing by layer:
layer,wire length (um),vias to the layer above,global-route usage
li1,-,1219,-
met1,3643,1181,0.3761
met4,89,0,0.02465
met3,326,7,0.05677
met2,3130,51,0.3400
met5,0,-,0
sequential cells by signal, indices dropped and copies added, names as in the netlist, 8 cells and up:
| name | count |
|---|---|
| counter_candid3 | 8 |
| counter_candid1 | 8 |
| counter_candid4 | 8 |
| counter_candid2 | 8 |
| counter_total_valid | 8 |
| display_out | 8 |
| counter_total_Invalid | 8 |
area by class of cell:
cell class	instances	area, um^2
clock buffers	14	172.7
clock inverters	2	10.01
fillers	528	2251
inverters	7	26.28
multi-input cells	217	1684
flip-flops and latches	66	1652
well taps	77	96.34
repair buffers	65	566.8
critical path: cells and delay by family:
family	cells	cell delay, ns
compound gates	1	0.28
mux	1	0.32
simple gates	3	0.50
buf+inv	3	0.75
fa+ha+maj	1	0.27
worst paths after layout:
check,endpoint,from,slack [ns],depth (start not counted)
min reg2reg,counter_total_valid[7],counter_total_valid[7],0.47,1
min,counter_total_valid[7],counter_total_valid[7],0.47,1
max reg2reg,counter_candid2[6],candid_button_prev[1],0.98,5
max,counter_candid1[1],candid_button[0],0.08,9
max in group asynchronous,candid_button_prev[2],reset,1.61,3
min in group asynchronous,counter_candid2[6],reset,0.57,3
logic make-up after synthesis:
group                      count (synthesis)  share of synthesized area
AOI/OAI and AO/OA                         38                    0.09582
buffers and inverters                     21                    0.03083
muxes                                     13                    0.04185
and+or+nand+nor                          111                     0.1924
xor gates and xnor gates                  43                     0.1105
adders and majority gates                 12                    0.04405
DFF                                       66                     0.4846
timing repair:
action,CTS,global route
setup endpoints to repair,7,20
hold endpoints to repair,0,0
gates resized,2,4
Power and IR drop assume default switching activity.
